$ cat flow/design.v
module  uart_tx
(
    input wire clk,
    input wire rst_n,
    input wire start,
    input [7:0] in_data,
    output reg tx,
    output reg busy
);
typedef enum logic[3:0] {IDLE,DATA,STOP} state_t;
state_t cur_st;
reg[7:0] shift_ff;
reg[7:0]  cnt;
wire send_done_f = cnt == 7 && cur_st == DATA;
always_ff @(posedge clk or negedge rst_n)
begin
    if(~rst_n)
    begin
        cur_st   <= IDLE;
        shift_ff <= 0;
        tx <= 1'b1;  
        busy <= 1'b0;
        cnt <= 0;
    end
    else
    begin
        case(cur_st)
        IDLE:
        begin
            cur_st <= start == 1'b1 ? DATA : IDLE;
            shift_ff <= start == 1'b1 ? in_data : 0;
            tx <= start == 1'b1 ? 1'b0 : 1'b1;  
            busy <= start == 1'b1 ? 1'b1 : 1'b0;
            cnt  <= 0;
        end
        DATA:
        begin
            cur_st         <= send_done_f ? STOP : DATA;
            shift_ff       <= shift_ff << 1;
            tx             <= shift_ff[7];
            cnt            <= send_done_f ? 0 : cnt + 1;
        end
        STOP:
        begin
            cur_st  <= IDLE;
            cnt     <= 0;
            shift_ff <= 0;
            tx      <= 1'b1;  
            busy    <= 1'b0;
        end
        endcase
    end
end
endmodule
$ cat flow/run.sh
#!/bin/bash
# OpenROAD 26Q1-2900-gdf79404cd8, Yosys 0.63+post, stock flow scripts
make -C /OpenROAD-flow-scripts/flow DESIGN_CONFIG=/design/flow/config.mk WORK_HOME=/design/flow/orfs finish
$ cat flow/config.mk
export PLATFORM = sky130hd
export DESIGN_NAME = uart_tx
export DESIGN_NICKNAME = uart_tx
export VERILOG_FILES = /design/flow/design.v
export SDC_FILE = /design/flow/constraint.sdc
export NUM_CORES = 4
export LEC_CHECK = 1
export CORE_AREA = 10 10 91 91
export DIE_AREA = 0 0 101 101
$ cat flow/constraint.sdc
current_design uart_tx

set clk_period 2.9
set clk_io_pct 0.2

create_clock -name clk0 -period $clk_period [get_ports {clk}]

set non_clock_inputs [all_inputs -no_clocks]
set_input_delay [expr $clk_period * $clk_io_pct] -clock clk0 $non_clock_inputs
set_output_delay [expr $clk_period * $clk_io_pct] -clock clk0 [all_outputs]
==> run notes <==
From the run reports.

- The minimum hold slack is 492 ps.
- The synthesized flop and latch total is 21.
- Along the worst path, the maximum fanout reaches 22.
- The CTS clock-pin slew for the worst setup and hold paths reads 70 ps.
- The first global-routing pass estimated approximately 3700 um of wire.
- The category of the worst setup path capture point reads a flip-flop.
- The number of cells reported by Yosys stat comes to 96.
- The worst-margin pin slew reads ~630 ps.
- The power density over the cells reads slightly above 800 nW/um2.
- The number of hold violations in the final report is 0.
- Dividing the detail-routed via count by the number of cells gives between 4 and 5.
- Between clock sinks in the finished design, the worst skew comes to around 2.2 ps.
- The number of levels the H-tree was split into is 1.
- The share of final-layout standard cells stronger than drive strength 1 reads 0.109.
- CTS added clock buffers totalling 3.
- The distinct cell type count after synthesis is 32.
- The number of detailed-routing iterations run before antenna repair is 4.
- The number of placed I/O pins is 13.
- The analysis reports a worst IR drop on VDD of 337 uV.
- The most critical setup path has its startpoint at cur_st[2].
- The most instantiated logic cell after routing reads sky130_fd_sc_hd__dfrtp_1.
- The tally of max-capacitance violations reads 0.
- The post-synthesis instance area reads about 1000 um2.
- The worst setup path category is reg -> reg.
- The number of logged tool warnings is 26.
- The clock latency on the worst-skew pair is 250 ps.
- The maximum clock frequency is around 540 MHz.
- The final tally of max-slew violations reads 0.
- TritonRoute output was used to compute an average wire per cell of 11.4 um.
- RePlAce ended its routability-driven mode at a weighted congestion of around 0.81.
- The initial core utilization is 0.159.
- Entering global routing, the biggest net connects 23 pins.
- The buffer levels on the longest clock path is 2.
- The initial detailed-routing violation count reads 33.
- The global-route congestion overflow total is 0.
- The final routed wirelength across all metal layers reads approximately 2100 um.
- The run finished with clean final reports.
- The placement report lists the number of port buffers as 12.
- In this run, post-CTS hold repair placed 0 buffers.
- The reported leakage power is 0.510 nW.
- The x dimension of the die reads 101 um.
- The post-detailed-placement half-perimeter wirelength is 1490 um.
- The required time at the endpoint of the critical path reads 3080 ps.
- The total antenna diodes in the routed design reads 0.
- The floorplan die height is 101 um.
- The tree built by TritonCTS fans out to 21 sinks.
- In this run the layout overhead on the synthesized area is reported as 24.8%.
- The share of the Yosys chip area taken by registers is 0.524.
- The number of buffers inserted by post-CTS setup repair reads 0.
- The sum of negative setup slack reads 0 ps.
- The worst-case headroom to the max-slew limit is 0.578.
- For this run, design rule violations remaining after detail routing come to 0.
- At the end of the flow the core is filled with cells to 0.198.
- The origin of the worst min-delay path is shift_ff[1].
- Dividing the final minimum period by the clock period gives 0.640.
- The vias after detailed routing reads roughly 760.
- The row count reads 29.
- The mean instance size in the synthesized netlist reads 10.5 um2.
- According to the floorplan report, the total die area is just over 10000 um2.
- The number of global-route vias before repair was approximately 780.
- The summed standard-cell area reported by yosys reads 1010 um2.
- The warning count from the yosys run is 1.
- Leaving out fill and tap cells, the most frequent cells in the layout are sky130_fd_sc_hd__dfrtp_1, sky130_fd_sc_hd__nand2_1, sky130_fd_sc_hd__clkdlybuf4s50_1.
- The launch instance of the worst register-to-register path reads cur_st[2].
- The final setup violation count reads 0.
- The post-detailed-route count of antenna-violating nets reads 0.
- The cell sitting at the root of the clock tree is a sky130_fd_sc_hd__clkbuf_8.
- The initial antenna violation count is 0.
- The clock tree from TritonCTS is built.
- Summed over all routing layers, the global router reports a total usage of 0.0425.
- The nature of the critical path startpoint reads a flip-flop.
- The min-delay analysis places its worst path in the category reg -> reg.
- Setup repair after global routing left no endpoint under its margin.
- The post-cts repair resize count is 0.
- The worst path in the final design needs a cycle of roughly 1900 ps, including I/O delays and setup.
- The arrival time of the worst setup path reads 2040 ps.
- The core outline area is approximately 6300 um2.
- Synthesis handed over a netlist of around 96 instances.
==> where the power goes <==
part	total, mW	internal (mW)	switching [mW]	leakage [nW]
combinational	0.337	0.176	0.161	0.213
sequential	0.509	0.389	0.120	0.275
clock	0.187	0.0976	0.0896	0.0228
total	1.03	0.662	0.371	0.510
==> cell usage after synthesis <==
cell type | count | area, um2
sky130_fd_sc_hd__xor2_1 | 1 | 8.76
sky130_fd_sc_hd__nand3_1 | 3 | 15.0
sky130_fd_sc_hd__o21bai_1 | 1 | 7.51
sky130_fd_sc_hd__nand2_1 | 12 | 45.0
sky130_fd_sc_hd__or2_2 | 1 | 6.26
sky130_fd_sc_hd__nor2_1 | 6 | 22.5
sky130_fd_sc_hd__a22o_1 | 3 | 26.3
sky130_fd_sc_hd__a22oi_1 | 7 | 52.6
sky130_fd_sc_hd__and2b_1 | 1 | 7.51
sky130_fd_sc_hd__and3_1 | 2 | 12.5
sky130_fd_sc_hd__clkbuf_1 | 2 | 7.51
sky130_fd_sc_hd__nor3_1 | 4 | 20.0
sky130_fd_sc_hd__a21oi_1 | 3 | 15.0
sky130_fd_sc_hd__o21ai_1 | 2 | 10.0
sky130_fd_sc_hd__nand2b_1 | 2 | 12.5
sky130_fd_sc_hd__nor4b_2 | 1 | 15.0
sky130_fd_sc_hd__o21ai_0 | 5 | 25.0
sky130_fd_sc_hd__a31oi_1 | 3 | 18.8
sky130_fd_sc_hd__nor3_2 | 1 | 10.0
sky130_fd_sc_hd__inv_1 | 1 | 3.75
sky130_fd_sc_hd__and2_1 | 1 | 6.26
sky130_fd_sc_hd__nand4_1 | 2 | 12.5
sky130_fd_sc_hd__or3b_4 | 1 | 11.3
sky130_fd_sc_hd__xnor2_1 | 2 | 17.5
sky130_fd_sc_hd__buf_6 | 1 | 11.3
sky130_fd_sc_hd__mux2_2 | 1 | 11.3
sky130_fd_sc_hd__nor2b_1 | 2 | 12.5
sky130_fd_sc_hd__dfstp_2 | 2 | 52.6
sky130_fd_sc_hd__mux2i_1 | 1 | 10.0
sky130_fd_sc_hd__a31oi_4 | 1 | 21.3
sky130_fd_sc_hd__dfrtp_1 | 19 | 475
sky130_fd_sc_hd__ha_1 | 2 | 25.0
==> cell families (layout without fill, tap and decap cells) <==
group	count (synthesis)	count (layout)	share of synthesized area
AND/OR/NAND/NOR	39	39	0.207
AND-OR/OR-AND	25	25	0.175
flip-flops	21	21	0.524
buffers and inverters	4	18	0.0223
XOR/XNOR	3	3	0.0261
adder cells (fa/ha/maj)	2	2	0.0248
multiplexers	2	2	0.0211
==> worst paths after layout <==
kind,endpoint,slack [ps],cells after the start
setup / recovery,cnt[5],1040,4
hold / removal,shift_ff[2],490,2
setup reg to reg,cnt[5],1040,4
hold reg to reg,shift_ff[2],490,2
max in group asynchronous,cur_st[0],1960,2
min in group asynchronous,shift_ff[4],670,2
==> registers in the layout (all words and copies together) (netlist names) <==
name and cells:
busy 1, cnt 8, cur_st 3, shift_ff 8, tx 1
==> area by class of cell <==
cell class                 instances  area [um2]
clock buffer                       4        45.0
tap                               77        96.3
inverter                           1        3.75
sequential                        21         528
multi-input combinational         71         458
timing repair buffer              13         128
fill                             680        5090
==> per-stage QoR <==
| stage | instances | power [mW] | area (um2) | setup WS (ps) |
|---|---|---|---|---|
| after detailed placement | 183 | 0.852 | 1210 | 967 |
| after CTS | 187 | 1.05 | 1260 | 1030 |
| final | 187 | 1.03 | 1260 | 1040 |
| after global placement | 183 | 0.841 | 1210 | 1010 |
| after floorplan | 96 | 0.739 | 1010 | 1480 |
| after global routing | 187 | 1.12 | 1260 | 873 |
==> worst max-delay path, stage by stage (launching register included) <==
cell and delay, ps:
sky130_fd_sc_hd__dfrtp_1 750, sky130_fd_sc_hd__or3b_4 460, sky130_fd_sc_hd__a31oi_4 290, sky130_fd_sc_hd__nand4_1 140
sky130_fd_sc_hd__mux2i_1 140
==> per-layer routing <==
metal | up-vias | GRT usage | routed length (um)
met1 | 373 | 0.0578 | 1050
met3 | 2 | 0.0152 | 111
li1 | 374 | - | -
met2 | 6 | 0.0639 | 948
met5 | - | 0 | 0
met4 | 0 | 0.00857 | 28
Power and IR drop assume default switching activity.

==> design/flow/design.v <==
module  uart_rx
(
    input wire clk,
    input wire rst_n,
    input wire rx,
    output reg      out_valid,
    output reg[7:0] data_out
);
typedef enum logic[3:0] {IDLE,DATA,STOP} state_t;
state_t cur_st;
reg[7:0] shift_ff;
reg[7:0]  cnt;
wire send_done_f = (cnt == 8) && cur_st == DATA;
always_ff @(posedge clk or negedge rst_n)
begin
    if(~rst_n)
    begin
        cur_st   <= IDLE;
        shift_ff <= 0;
        cnt <= 0;
        out_valid <= 1'b0;
        data_out  <= 0;
    end
    else
    begin
        case(cur_st)
        IDLE:
        begin
            cur_st <= rx == 1'b0 ? DATA : IDLE;
            shift_ff <= 0;
            cnt  <= 0;
            out_valid <= 1'b0;
            data_out  <= 0;
        end
        DATA:
        begin
            cur_st         <= (send_done_f && rx == 1'b1) ? STOP : DATA;
            out_valid <= 1'b0;
            cnt            <=  send_done_f ? cnt : cnt + 1;
            shift_ff       <= (send_done_f && rx == 1'b1) ? shift_ff : {shift_ff[6:0],rx};
        end
        STOP:
        begin
            cur_st          <=  rx == 1'b0 ? DATA :IDLE;
            out_valid       <=  1'b1;
            cnt             <=  0;
            data_out        <=  shift_ff;
        end
        endcase
    end
end
endmodule
==> design/flow/run.sh <==
#!/bin/bash
# OpenROAD 26Q1-2900-gdf79404cd8, Yosys 0.63+post, stock flow scripts
make -C /OpenROAD-flow-scripts/flow DESIGN_CONFIG=/design/flow/config.mk WORK_HOME=/design/flow/orfs finish
==> design/flow/config.mk <==
export PLATFORM = sky130hd
export DESIGN_NAME = uart_rx
export DESIGN_NICKNAME = uart_rx
export VERILOG_FILES = /design/flow/design.v
export SDC_FILE = /design/flow/constraint.sdc
export NUM_CORES = 4
export LEC_CHECK = 1
export CORE_UTILIZATION = 30
==> design/flow/constraint.sdc <==
current_design uart_rx

set clk_period 3.2
set clk_io_pct 0.2

create_clock -name clk0 -period $clk_period [get_ports {clk}]

set non_clock_inputs [all_inputs -no_clocks]
set_input_delay [expr $clk_period * $clk_io_pct] -clock clk0 $non_clock_inputs
set_output_delay [expr $clk_period * $clk_io_pct] -clock clk0 [all_outputs]
==> impl_metrics.toml <==
# physical design summary
[power]
power_switching_mw = 0.429
cellPowerDensity_nw_per_um2 = 865
total_leakage_power_nw = 0.642
clock_power_share_pct = 21.0
internal_power_mw = 0.876
share_comb_of_total_power_pct = 31.8
power.share.switching_pct = 32.9
seq_power_share_pct = 47.2
peakVddDrop_uv = 439
design_power_total_mw = 1.31

[clocking]
clock_pin_slew_on_the_worst_setup_and_hold_paths_ns = 0.09
cts_buffer_depth = 2
clock_tree.htree_level_count = 1
cts_tree = "built"
postCtsSetupRepairBufs = 0
clk_root_buffer_cell = "clkbuf_8"
cts-buffers-inserted = 3
cts-resized-gates = 0
cts.sinks = 28
cts_hold_buf = 0
clock.latency.late_pin_ns = 0.27

[worst_hold_path]
hold_path_class = "flip-flop to flip-flop"

[worst_setup_path]
cpPeakStageDelay_ns = 0.71
crit_path_end_kind = "flip-flop"
crit_path_cell_trace = "o31ai_1 > or4_2 > a21oi_1"
crit_arrival_ns = 2.07
worst_ep_required_time_ns = 3.40
worstSetupStartpointType = "flip-flop"
critical_path_buf_inv_count = 0
critical_path.top_delay_family = "flip-flops"
critical-path-slowest-cell = "dfrtp_1"
cp_max_fo = 21
path_class = "flip-flop to flip-flop"

[logic_synthesis]
netlist_area_um2 = 1270
synthFlopType = "dfrtp_1"
postSynthCellCount = 110
seq_area_frac_synth_pct = 55.3
post_synth_num_cell_types = 38
top_cell_area_share_pct = 53.2
enable_flop_cells = 0
yosys_warnings = 1
area_leaders = "dfrtp_1, a22o_1, a32o_1"
synth_stat.cells = 110
share_of_flip_flops_with_an_asynchronous_set_or_reset_after_synthesis_pct = 100
yosys.area.top_type = "dfrtp_1"
syn_avg_cell_area_um2 = 11.5
synth.ff_latch_count = 28
yosysChipArea_um2 = 1270

[route]
ant_nets = 0
detail_route.drc_violations = 0
detail_route.vias_per_cell = 5.26
detailedRoute.firstIterationViolations = 38
total_number_of_vias = 904
totalWireLength_um = 2400
diodes = 0
avgRoutedWirePerCell_um = 13.9
first_pass_iters = 4

[floorplanning]
floorplan.initialDensity_pct = 31.5
io_pins = 12
fp-row-count = 23
area_enclosed_by_the_die_boundary_um2 = 4500
placeableCoreArea_um2 = 4030
die_w_um = 67.1
die-height_um = 67.1

[timing]
setup_repair_after_global_routing_missed_its_margin = "false"
max_freq_mhz = 537
finClkSkew_ns = 0.00447
post-route-period-util_pct = 58.2
final.setup.tns_ns = 0
finalSetupViolCount = 0
slew_viol_final = 0
report.final.hold_viol_count = 0
finalCriticalPeriod_ns = 1.86
timing.slew.headroom_pct = 62.3
worst_pin_slew_ns = 0.560

[grt]
grt_usage_pct = 12.2
first_pass_grt_wire_length_um = 4110
grt_start_max_net_pins = 29
globalRouteOverflowTotal = 0
antenna_violations_before_repair = 0
vias_in_the_first_global_route = 857

[layout]
area.growth.synth_to_final_pct = 18.8
final_core_util_pct = 37.5
seqCellArea_um2 = 702
comb_cell_area_um2 = 537
nFillCells = 402
layout_top_cell_excl_fill_tap = "dfrtp_1"
post_route_cells_drive_above_1_share_pct = 11.5
top_library_cells_by_usage_in_the_layout_fill_and_taps_aside = "dfrtp_1, clkdlybuf4s50_1, nand2_1, a22o_1, a21oi_1"

[placement]
routabilityCongestion = 0.828
io_buffers = 11
hpwl_um = 1620

[outcome]
outcome = "finished clean"

[run]
drv_cap = 0
warnings = 26
==> Yosys cell counts, types with 2 or more instances <==
library cell  count
or3_1             3
and2_1            2
ha_1              2
a21oi_1           6
nand4_1           3
a21o_1            2
nor2_1            3
o211ai_1          2
o21ai_0           4
nand2_1          10
a22o_1            8
o31ai_1           4
inv_1             3
nand3_1           2
a32o_1            5
clkbuf_1          3
dfrtp_1          27
==> worst reg2reg max path, cell delays in order, from the launching register on <==
cell and delay, ns:
dfrtp_1 0.71, o31ai_1 0.26, or4_2 0.67, a21oi_1 0.15
==> power groups by stage <==
stage,Combinational (mW),Clock [mW],Sequential (mW)
6_report,0.415,0.274,0.616
5_1_grt,0.467,0.293,0.640
4_1_cts,0.418,0.284,0.615
==> kinds of logic (layout without fill, tap and decap cells) <==
group	after synthesis	count (layout)	synth area share, %
and+or+nand+nor	33	33	16.5
adders and majority gates	2	2	1.97
muxes	1	1	0.887
AOI/OAI and AO/OA	38	38	23.0
buffers and inverters	8	20	2.46
DFF	28	28	55.3
==> registers in the layout (all words and copies together), names as in the netlist <==
name,cells
shift_ff,8
out_valid,1
cnt,8
cur_st,3
data_out,8
==> path summary, 6_finish.rpt <==
| kind | startpoint | endpoint | slack, ns | cells after the start |
|---|---|---|---|---|
| worst min register to register | out_valid | out_valid | 0.50 | 1 |
| min in group asynchronous | rst_n | data_out[3] | 0.74 | 2 |
| worst max register to register | cur_st[2] | cnt[5] | 1.34 | 3 |
| worst min-delay path | out_valid | out_valid | 0.50 | 1 |
| worst max-delay path | cur_st[2] | cnt[5] | 1.34 | 3 |
| max in group asynchronous | rst_n | cur_st[0] | 2.15 | 2 |
==> stage by stage <==
step | hold WS, ns | setup slack (ns) | cells | area, um^2
global placement | 0.467 | 1.19 | 168 | 1440
floorplan | 0.344 | 1.51 | 110 | 1270
detailed placement | 0.472 | 1.16 | 168 | 1440
CTS | 0.505 | 1.34 | 172 | 1510
global route | 0.521 | 1.20 | 172 | 1510
finish | 0.504 | 1.34 | 172 | 1510
==> area by class of cell <==
cell class | count | area share (%)
flip-flops and latches | 28 | 46.5
repair buffers | 13 | 8.29
clock buffers | 3 | 2.74
well taps | 50 | 4.15
clock inverters | 1 | 1.99
multi-input cells | 74 | 35.6
inverters | 3 | 0.746
==> routing by layer <==
layer  GRT usage [%]  wire length, um  vias up  share of wire [%]
li1                -                -      450                  -
met3            1.04               35        0                1.5
met2            15.3             1060        8                 44
met4            1.86                0        0                  0
met5               0                0        -                  0
met1            23.0             1300      446                 54
Power is estimated from default activity; no workload was simulated.

===== flow/run.sh =====
#!/bin/bash
# OpenROAD 26Q1-2900-gdf79404cd8, Yosys 0.63+post, stock flow scripts
make -C /OpenROAD-flow-scripts/flow DESIGN_CONFIG=/design/flow/config.mk WORK_HOME=/design/flow/orfs finish

===== flow/config.mk =====
export PLATFORM = sky130hd
export DESIGN_NAME = tsensor
export DESIGN_NICKNAME = tsensor
export VERILOG_FILES = /design/flow/design.v
export SDC_FILE = /design/flow/constraint.sdc
export NUM_CORES = 4
export LEC_CHECK = 1
export CORE_AREA = 10 10 90 90
export DIE_AREA = 0 0 100 100

===== flow/constraint.sdc =====
current_design tsensor

set clk_period 1.6
set clk_io_pct 0.2

create_clock -name clk0 -period $clk_period [get_ports {clk}]

set non_clock_inputs [all_inputs -no_clocks]
set_input_delay [expr $clk_period * $clk_io_pct] -clock clk0 $non_clock_inputs
set_output_delay [expr $clk_period * $clk_io_pct] -clock clk0 [all_outputs]

===== flow/design.v =====
`timescale 1ns/1ps
module tsensor #(parameter LATENCY = 20)  (
    input          clk,
    input          rstn,
    input          en,
    input          i_bypass,
    input[31:0]    i_c0,
    input[31:0]    i_c1,
    input[31:0]    i_a,
    output         o_valid,
    output  [15:0] o_data
);
    	reg o_valid_w, o_valid_r;
        assign o_data =  i_bypass ? 16'h32: 16'hff;
        assign o_valid = o_valid_delayN[0];
        reg [3:0] cnt_w, cnt_r;
        reg [1:0] current_state,next_state;
        reg o_valid_delayN[0:LATENCY-1];
        always_ff @( posedge clk or negedge rstn )
        begin
            if(~rstn)
            begin
                for(int i = 0; i < LATENCY; i = i + 1)
                    o_valid_delayN[i] <= 0;
            end
            else
            begin
                for(int i = 0; i < LATENCY; i = i + 1)
                begin
                    if(i==LATENCY-1)
                        o_valid_delayN[i] <= o_valid_r;
                    else
                        o_valid_delayN[i] <= o_valid_delayN[i+1];
                end
            end
        end
        always @(*) begin
            cnt_w = cnt_r;
            case (current_state)
                0: cnt_w = 0;
				1: cnt_w = 0;
                2: cnt_w = (cnt_r < 15) ? cnt_r + 1 : 0;
            endcase
        end
        always @(posedge clk or negedge rstn) begin
            if (~rstn) begin
                cnt_r <= 0;
            end else begin
                cnt_r <= cnt_w;
            end
        end
        always @(posedge clk or negedge rstn) begin
            if (~rstn) begin
                current_state <= 0;
            end else begin
                current_state <= next_state;
            end
        end
        always @(posedge clk or negedge rstn) begin
            if(~rstn)begin
                o_valid_r <= 0;
            end else begin
                o_valid_r <= o_valid_w;
            end
        end
        always @(*) begin
            next_state = current_state;
            case (current_state)
                0: begin
                    if (en) next_state = 1;
                    else next_state = current_state;
                end
                1: begin
                    if (~en) next_state = 2;
                    else next_state = current_state;
                end
				2: begin
                    if (cnt_r == 15) next_state = 0;
                    else next_state = current_state;
				end
            endcase
        end
        always @(*) begin
            o_valid_w = o_valid_r;
            case (current_state)
                0: begin
                    o_valid_w = (en) ? 0 : o_valid_r;
                end
                2: begin
                    o_valid_w = (cnt_r == 15);
                end
            endcase
        end
endmodule

==> flow_summary.ini <==
; yosys + openroad results
[outcome]
outcome = completed

[logic_synthesis]
syn_area_um2 = 996
topCellsByArea = dfrtp_1, buf_4, o21ai_0
synth.yosys.seq_area_share_pct = 70.5
top_area_cell = dfrtp_1
avgSynthCellArea_um2 = 13.3
yosys_cells = 75
syn_inst = 75
top_cell_area_share_pct = 67.8
numSynthFlops = 28
synth_cell_type_count = 19
synth_warnings = 2
ys_chip_area_um2 = 996

[setup_path]
end_kind = output pin
arrival_ps = 1090
required_ps = 1280
worstPathMaxFanout = 5
r2r_cells = 4
critPathSlowestCell = clkdlybuf4s50_1
max_stage_delay_ps = 460
startpoint_type = input pin
criticalPathCategory = input pin to output pin
path_cells = dlygate4sd2_1 > inv_2 > clkdlybuf4s50_1

[detailed_routing]
drt_iter0_markers = 6
vias_per_cell = 2.93
drtPass1Iterations = 2
wl_met2_um = 481
met3_length_um = 67
wl_um = 1250
highest_layer = met4
antenna_left = 0
wl_per_cell_um = 7.89
antenna_cells = 0
num_vias = 466
drcViolationCount = 0
m1WireLength_um = 696

[sta]
rsz0062_at_grt = no
setup_viol = 0
finalCriticalPeriod_ps = 1410
finalHoldViolCount = 0
fmax_mhz = 708
drv_slew = 0
fin_crit_sh_pct = 88.3
finClkSkew_ps = 1.61
setup_ws_ps = 188

[cells_and_area]
stdcell_area_um2 = 1170
layout_top_cell = dfrtp_1
finalCoreUtilization_pct = 18.6
most-common-layout-cells = dfrtp_1, conb_1, nand2_1
instances_no_fill = 159
area_growth_pct = 17.2
drive_above_1_share_pct = 9.76

[global_routing]
grt_pass1_wl_um = 2080
overflow = 0
grt_pass1_vias = 442
antenna_found_initial = 0
track_usage_pct = 2.50
grt_start_max_net_pins = 29

[cts]
cts.reportedPaths.clkPinSlew_ps = 80
cts.sinks = 28
htree_levels = 1
ctsLongestPathBuffers = 2
clkLatencyLatePin_ps = 270
cts_tree = done
cts_root_buffer = clkbuf_8
cts_buffers = 3

[placed_design]
post-dp-hpwl_um = 909
dp_slack_ps = -43.1
dpl.cell_count = 155
place_area_um2 = 1100
place_congestion = 0.775
numPortBuffers = 9

[worst_hold_path]
hold_depth = 0
hold_class = register to register

[floorplan]
initCoreUtil_pct = 15.9
die-area_um2 = 10000
core_area_um2 = 6280
die_width_um = 100
die_h_um = 100
pin_count = 117
rows = 29

[job]
warnings = 121
drv_cap = 0

[power]
leakagePower_nw = 0.550
powerDensity_nw_per_um2 = 1410
finalPower_mw = 1.65
ir_worst_vdd_uv = 892
[power by group]
group          switching [mW]  internal, mW  leakage, nW
clock                   0.199         0.334       0.0357
combinational           0.109         0.112        0.136
sequential             0.0996         0.798        0.379
[repair_timing]
| action | CTS | global route |
|---|---|---|
| hold buffers | 0 | 0 |
| setup endpoints to repair | 5 | 0 |
| setup buffers | 0 | 0 |
| resized | 4 | 0 |
[metal layers]
layer / track usage [%] / vias up
met5: 0 / -
met4: 0.217 / 0
met3: 1.53 / 2
met2: 3.09 / 12
met1: 3.72 / 224
li1: - / 228
[area by class of cell]
| type | count | area, um^2 |
|---|---|---|
| multi-input cells | 38 | 196 |
| flip-flops and latches | 28 | 702 |
| fillers | 660 | 5110 |
| clock inverters | 1 | 30.0 |
| inverters | 2 | 7.51 |
| well taps | 77 | 96.3 |
| repair buffers | 10 | 93.8 |
| clock buffers | 3 | 41.3 |
[critical path, delay by kind of cell]
family / cells / cell delay (ps)
buffers and inverters: 3 / 770
[synthesized netlist by cell type]
library cell,count
o2bb2ai_1,1
nor2_1,1
nor2b_1,2
buf_4,15
nand3_1,1
nand4_1,1
nor3_4,1
buf_6,1
o221ai_1,1
o21ai_0,6
dfrtp_1,27
a21oi_1,1
dfstp_2,1
o21ai_1,2
nand2b_1,1
inv_1,2
conb_1,2
nand2_1,8
ha_1,1
[registers in the layout (all words and copies together) (netlist names)]
name,count
cnt_r,4
o_valid_delayN,20
current_state,3
o_valid_r,1
[logic make-up (layout without fill, tap and decap cells)]
kind of cell | after synthesis | count (layout) | share of synthesized area (%)
buffers and inverters | 18 | 16 | 13.2
and+or+nand+nor | 15 | 15 | 8.04
other | 2 | 11 | 0.754
AOI/OAI and AO/OA | 11 | 11 | 6.28
DFF | 28 | 28 | 70.5
adders and majority gates | 1 | 1 | 1.26
[through the flow]
step / TNS [ps] / hold slack (ps)
2_1_floorplan: 0 / 24.4
3_3_place_gp: -89.5 / 333
3_5_place_dp: -189 / 336
4_1_cts: 0 / 356
5_1_grt: 0 / 359
6_report: 0 / 355
[final timing paths]
path	end	slack, ps	startpoint
worst min register to register	o_valid_delayN[11]$_DFF_PN0_	360	o_valid_delayN[12]$_DFF_PN0_
worst max register to register	cnt_r[0]$_DFFE_PN0P_	460	cnt_r[0]$_DFFE_PN0P_
worst min-delay path	o_valid_delayN[11]$_DFF_PN0_	360	o_valid_delayN[12]$_DFF_PN0_
worst max-delay path	o_data[0]	190	i_bypass
max in group asynchronous	current_state[0]$_DFF_PN1_	890	rstn
min in group asynchronous	o_valid_delayN[4]$_DFF_PN0_	410	rstn
Power figures rest on the tool's default switching activity, not on a simulated workload.

### config.mk
export PLATFORM = sky130hd
export DESIGN_NAME = psensor
export DESIGN_NICKNAME = psensor
export VERILOG_FILES = /design/flow/design.v
export SDC_FILE = /design/flow/constraint.sdc
export NUM_CORES = 4
export LEC_CHECK = 1
export CORE_AREA = 10 10 95 95
export DIE_AREA = 0 0 105 105
### constraint.sdc
current_design psensor

set clk_period 3.7
set clk_io_pct 0.2

create_clock -name clk0 -period $clk_period [get_ports {clk}]

set non_clock_inputs [all_inputs -no_clocks]
set_input_delay [expr $clk_period * $clk_io_pct] -clock clk0 $non_clock_inputs
set_output_delay [expr $clk_period * $clk_io_pct] -clock clk0 [all_outputs]
### design.v
`timescale 1ns/1ps
module psensor (
    input          clk,
    input          rstn,
    input          en,
    input   [ 3:0] sel,
    input   [ 9:0] count,
    output         o_valid,
    output  [15:0] o_data
);
        reg o_valid_w, o_valid_r;
        assign o_data = 16'hff;
        assign o_valid = o_valid_r;
        reg [ 9:0] cnt_w, cnt_r;
        reg    current_state, next_state;
        reg en_d0, en_d1;
        always @(*) begin
            cnt_w = cnt_r;
            case (current_state)
                0: cnt_w = 0;
                1: cnt_w = (cnt_r < count) ? cnt_r + 1 : 0;
            endcase
        end
        always @(posedge clk or negedge rstn) begin
            if (~rstn) begin
                cnt_r <= 0;
            end else begin
                cnt_r <= cnt_w;
            end
        end
        always @(posedge clk or negedge rstn) begin
            if (~rstn) begin
                current_state <= 0;
            end else begin
                current_state <= next_state;
            end
        end
        always @(posedge clk or negedge rstn) begin
            if(~rstn)begin
                o_valid_r <= 0;
            end else begin
                o_valid_r <= o_valid_w;
            end
        end
        always @(posedge clk or negedge rstn) begin
            if (~rstn) begin
                en_d0 <= 0;
                en_d1 <= 0;
            end else begin
                en_d0 <= en;
                en_d1 <= en_d0;
            end
        end
        always @(*) begin
            next_state = current_state;
            case (current_state)
                0: begin
                    if (en_d1) next_state = 1;
                    else next_state = current_state;
                end
                1: begin
                    if (cnt_r >= count) next_state = 0;
                    else next_state = current_state;
                end
            endcase
        end
        always @(*) begin
            o_valid_w = o_valid_r;
            case (current_state)
                0: begin
                    o_valid_w = (en_d1)? 0 : o_valid_r;
                end
                1: begin
                    o_valid_w = (cnt_r == count);
                end
            endcase
        end
endmodule
### run.sh
#!/bin/bash
# OpenROAD 26Q1-2900-gdf79404cd8, Yosys 0.63+post, stock flow scripts
make -C /OpenROAD-flow-scripts/flow DESIGN_CONFIG=/design/flow/config.mk WORK_HOME=/design/flow/orfs finish
==> results.json <==
{
  "fin_skew_ps": 1.25,
  "ant_nets": 0,
  "area_delta_synth_final_pct": 24.1,
  "status": "complete, no violations",
  "ir_drop_mv": 0.118,
  "die_area_um2": 11000,
  "period_minus_slack_ps": 2260,
  "crit_type": "in -> reg",
  "hold_path.class": "reg -> reg",
  "clkTransAtPathRegs_ps": 60,
  "rows": 30,
  "track_usage_pct": 3.40,
  "ff_type": "dfrtp_1",
  "final_cells": 216,
  "fp_util_pct": 14.3,
  "yosys_warnings": 1,
  "diodes": 0,
  "ctsHoldBuffers": 0,
  "final_area_um2": 1220,
  "yosys_area_um2": 987,
  "gr-usage-met3_pct": 0.186,
  "ys_cells": 105,
  "grt_max_degree": 15,
  "cts_buffers": 3,
  "via_per_inst": 3.06,
  "top_area_cell": "dfrtp_1",
  "vias": 660,
  "max-cap-violations": 0,
  "grt_pass1_wl_mm": 3.28,
  "synth-async-reset-ratio_pct": 100,
  "finalSetupViolations": 0,
  "total_power_uw": 581,
  "yosysMostFrequentCell": "buf_4",
  "synth_cell_type_count": 22,
  "place_inst": 212,
  "clkLatencyLatePin_ps": 240,
  "hold_violations": 0,
  "coreArea_um2": 6910,
  "cts_tree": "done",
  "post_cts_buffers": 0,
  "power_density_nw_per_um2": 475,
  "arrival_ps": 2380,
  "ys_seq_share_pct": 35.5,
  "placed_cell_area_um2": 1170,
  "top_area_share_pct": 35.5,
  "drive_above_1_share_pct": 6.67,
  "overflow": 0,
  "gr-max-usage-layer": "met2",
  "maxSlewHeadroom_pct": 60.1,
  "rsz0062_at_grt": "false",
  "topCellsByArea": "dfrtp_1 35%, ha_1 14%, buf_4 12%, inv_1 5.3%, nor2_1 5.3%",
  "cts.path.max_buffers": 2,
  "finalCritPeriodShare_pct": 61.1,
  "syn_area_um2": 987,
  "warning_count": 29,
  "top_cells_by_count": "16 x buf_4, 14 x dfrtp_1, 14 x inv_1, 14 x nor2_1, 11 x ha_1",
  "drt-total-wl_mm": 1.81,
  "leakage_nw": 0.563,
  "antenna_found_initial": 0,
  "port_buffers": 13,
  "cts-root-buf": "clkbuf_8",
  "routabilityCongestion": 0.832,
  "dp_hpwl_mm": 1.50,
  "syn_area_per_cell_um2": 9.40,
  "fp.dieW_um": 105,
  "cp_slowest_cell": "clkdlybuf4s50_1",
  "fillers": 792,
  "cp.required_ps": 3820,
  "io_pins": 34,
  "globalRouteMet2Util_pct": 5.74,
  "first_pass_iters": 4,
  "cpPeakStageDelay_ps": 460,
  "fmax_ghz": 0.442,
  "worst_slew_pin_slew_ps": 596,
  "final.setup.tns_ps": 0,
  "edf_count": 0,
  "drtIter0Drc": 8,
  "post_cts_resize_count": 0,
  "wire_per_inst_um": 8.36,
  "slew_viol_final": 0,
  "synthCells": 105,
  "crit_path_end_kind": "flip-flop",
  "path_max_fanout": 10,
  "grt_pass1_vias": 745,
  "worstSetupStartpointType": "primary input",
  "clkSinkCount": 14,
  "die_h_um": 105,
  "cp_cell_sequence": "clkdlybuf4s50_1 -> inv_1 -> ha_1 -> nand4_1 -> a211o_1 -> o2111ai_4 -> nor2_1",
  "ys_ff": 14,
  "route.detailed.drc": 0,
  "grt_use_met1_pct": 4.53,
  "cts_htree_levels": 1
}
## critical path: cells and delay by family
| family | cells | cell delay (ps) |
|---|---|---|
| buffers and inverters | 2 | 500 |
| adders and majority gates | 1 | 290 |
| and+or+nand+nor | 2 | 330 |
| AOI/OAI and AO/OA | 2 | 530 |
## metal layers
layer	share of wire [%]	wire length, um
met4	2.7	49
met5	0	0
met3	1.2	22
met1	48	865
met2	48	868
## through the flow
stage / setup slack, ps / utilization [%] / hold slack (ps)
detailed placement: 1160 / 16.9 / 342
floorplan: 1790 / - / 331
global placement: 1170 / 16.9 / 333
CTS: 1410 / 17.7 / 355
finish: 1440 / 17.7 / 353
global route: 1320 / 17.7 / 376
## logic make-up after synthesis
| logic type | synth area share, % |
|---|---|
| buffers and inverters | 17.5 |
| AND/OR/NAND/NOR | 13.8 |
| flip-flops | 35.5 |
| AND-OR/OR-AND | 11.4 |
| adder cells (fa/ha/maj) | 13.9 |
| XOR/XNOR | 7.10 |
| other | 0.761 |
## power breakdown
| part | switching, mW | internal [mW] | total, mW |
|---|---|---|---|
| registers | 0.0519 | 0.193 | 0.245 |
| clock network | 0.0529 | 0.0942 | 0.147 |
| logic | 0.0970 | 0.0924 | 0.189 |
| total | 0.202 | 0.380 | 0.581 |
## final timing paths
path                                    startpoint                 endpoint  slack [ps]  cells after the start
min in group asynchronous                     rstn       cnt_r[9]$_DFF_PN0_         870                      1
worst max register to register  cnt_r[8]$_DFF_PN0_       cnt_r[2]$_DFF_PN0_        2010                      5
max in group asynchronous                     rstn  current_state$_DFF_PN0_        2440                      1
worst max-delay path                      count[9]       cnt_r[2]$_DFF_PN0_        1440                      7
worst min-delay path               en_d0$_DFF_PN0_          en_d1$_DFF_PN0_         350                      0
worst min register to register     en_d0$_DFF_PN0_          en_d1$_DFF_PN0_         350                      0
## registers in the layout, indices dropped and copies added, names as in the netlist
register,flops
en_d0,1
o_valid_r,1
cnt_r,10
current_state,1
en_d1,1
## layout make-up
class | count | area (um2) | area share, %
tap | 96 | 120 | 9.81
timing repair buffer | 13 | 130 | 10.6
inverter | 14 | 52.6 | 4.29
sequential | 14 | 350 | 28.6
multi-input combinational | 75 | 517 | 42.2
clock buffer | 4 | 55.1 | 4.49
## cells in the final DEF, fill, tap and decap left out, drive strengths merged
| cell type | count |
|---|---|
| xnor2 | 6 |
| conb | 16 |
| o211ai | 1 |
| nor3 | 2 |
| inv | 14 |
| a211oi | 1 |
| o2111ai | 1 |
| o21a | 2 |
| nand3 | 5 |
| clkdlybuf4s50 | 13 |
| nand2 | 3 |
| xor2 | 2 |
| nor2 | 14 |
| a21o | 1 |
| a211o | 2 |
| dfrtp | 14 |
| clkbuf | 4 |
| a21oi | 3 |
| nand4 | 3 |
| ha | 11 |
| nand2b | 1 |
| nor4 | 1 |
Power figures rest on the tool's default switching activity, not on a simulated workload.
